**run.sh**
```bash
#!/bin/bash
# OpenROAD 26Q1-2900-gdf79404cd8, Yosys 0.63+post, stock flow scripts
make -C /OpenROAD-flow-scripts/flow DESIGN_CONFIG=/design/flow/config.mk WORK_HOME=/design/flow/orfs finish
```
**config.mk**
```make
export PLATFORM = sky130hd
export DESIGN_NAME = crossbar
export DESIGN_NICKNAME = crossbar
export VERILOG_FILES = /design/flow/design.v
export SDC_FILE = /design/flow/constraint.sdc
export NUM_CORES = 4
export LEC_CHECK = 1
export CORE_AREA = 10 10 311 311
export DIE_AREA = 0 0 321 321
```
**constraint.sdc**
```tcl
current_design crossbar

set clk_period 15.8
set clk_io_pct 0.2

create_clock -name clk0 -period $clk_period [get_ports {clk}]

set non_clock_inputs [all_inputs -no_clocks]
set_input_delay [expr $clk_period * $clk_io_pct] -clock clk0 $non_clock_inputs
set_output_delay [expr $clk_period * $clk_io_pct] -clock clk0 [all_outputs]
```
**design.v**
```verilog
module arbiter (
	  clk,    
	  rst,    
	  req3,
	  req2,
	  req1,
	  req0,   
	  gnt3,   
	  gnt2,   
	  gnt1,   
	  gnt0
	);
	input           clk;    
	input           rst;    
	input           req3;   
	input           req2;   
	input           req1;   
	input           req0;   
	output          gnt3;   
	output          gnt2;   
	output          gnt1;   
	output          gnt0;
	wire    [1:0]   gnt       ;   
	wire            comreq    ; 
	wire            beg       ;
	wire   [1:0]    lgnt      ;
	wire            lcomreq   ;
	reg             lgnt0     ;
	reg             lgnt1     ;
	reg             lgnt2     ;
	reg             lgnt3     ;
	reg             lasmask   ;
	reg             lmask0    ;
	reg             lmask1    ;
	reg             ledge     ;
	always @ (posedge clk)
	if (rst) begin
	  lgnt0 <= 0;
	  lgnt1 <= 0;
	  lgnt2 <= 0;
	  lgnt3 <= 0;
	end else begin                                     
	  lgnt0 <=(~lcomreq & ~lmask1 & ~lmask0 & ~req3 & ~req2 & ~req1 & req0)
			  | (~lcomreq & ~lmask1 &  lmask0 & ~req3 & ~req2 &  req0)
			  | (~lcomreq &  lmask1 & ~lmask0 & ~req3 &  req0)
			  | (~lcomreq &  lmask1 &  lmask0 & req0  )
			  | ( lcomreq & lgnt0 );
	  lgnt1 <=(~lcomreq & ~lmask1 & ~lmask0 &  req1)
			  | (~lcomreq & ~lmask1 &  lmask0 & ~req3 & ~req2 &  req1 & ~req0)
			  | (~lcomreq &  lmask1 & ~lmask0 & ~req3 &  req1 & ~req0)
			  | (~lcomreq &  lmask1 &  lmask0 &  req1 & ~req0)
			  | ( lcomreq &  lgnt1);
	  lgnt2 <=(~lcomreq & ~lmask1 & ~lmask0 &  req2  & ~req1)
			  | (~lcomreq & ~lmask1 &  lmask0 &  req2)
			  | (~lcomreq &  lmask1 & ~lmask0 & ~req3 &  req2  & ~req1 & ~req0)
			  | (~lcomreq &  lmask1 &  lmask0 &  req2 & ~req1 & ~req0)
			  | ( lcomreq &  lgnt2);
	  lgnt3 <=(~lcomreq & ~lmask1 & ~lmask0 & req3  & ~req2 & ~req1)
			  | (~lcomreq & ~lmask1 &  lmask0 & req3  & ~req2)
			  | (~lcomreq &  lmask1 & ~lmask0 & req3)
			  | (~lcomreq &  lmask1 &  lmask0 & req3  & ~req2 & ~req1 & ~req0)
			  | ( lcomreq & lgnt3);
	end 
	assign beg = (req3 | req2 | req1 | req0) & ~lcomreq;
	always @ (posedge clk)
	begin                                     
	  lasmask <= (beg & ~ledge & ~lasmask);
	  ledge   <= (beg & ~ledge &  lasmask) 
				 |  (beg &  ledge & ~lasmask);
	end 
	assign lcomreq = ( req3 & lgnt3 )
						 | ( req2 & lgnt2 )
						 | ( req1 & lgnt1 )
						 | ( req0 & lgnt0 );
	assign  lgnt =  {(lgnt3 | lgnt2),(lgnt3 | lgnt1)};
	always @ (posedge clk )
	if( rst ) begin
	  lmask1 <= 0;
	  lmask0 <= 0;
	end else if(lasmask) begin
	  lmask1 <= lgnt[1];
	  lmask0 <= lgnt[0];
	end else begin
	  lmask1 <= lmask1;
	  lmask0 <= lmask0;
	end 
	assign comreq = lcomreq;
	assign gnt    = lgnt;
	assign gnt3   = lgnt3;
	assign gnt2   = lgnt2;
	assign gnt1   = lgnt1;
	assign gnt0   = lgnt0;
endmodule
module crossbar (
	input clk,
	input reset,
	input master_0_req,				 
	output master_0_ack,
	input master_0_cmd,				 
	output master_0_resp,
	input [31:0] master_0_addr,
	input [31:0] master_0_wdata,
	output [31:0] master_0_rdata,
	input master_1_req,				 
	output master_1_ack,
	input master_1_cmd,				 
	output master_1_resp,
	input [31:0] master_1_addr,
	input [31:0] master_1_wdata,
	output [31:0] master_1_rdata,
	input master_2_req,
	output master_2_ack,
	input master_2_cmd,
	output master_2_resp,
	input [31:0] master_2_addr,
	input [31:0] master_2_wdata,
	output [31:0] master_2_rdata,
	input master_3_req,
	output master_3_ack,
	input master_3_cmd,
	output master_3_resp,
	input [31:0] master_3_addr,
	input [31:0] master_3_wdata,
	output [31:0] master_3_rdata,
	output slave_0_req,
	input slave_0_ack,
	output slave_0_cmd,
	input slave_0_resp,
	input [31:0] slave_0_rdata,
	output [31:0] slave_0_wdata,
	output [31:0] slave_0_addr,
	output slave_1_req,
	input slave_1_ack,
	output slave_1_cmd,
	input slave_1_resp,
	input [31:0] slave_1_rdata,
	output [31:0] slave_1_wdata,
	output [31:0] slave_1_addr,
	output slave_2_req,
	input slave_2_ack,
	output slave_2_cmd,
	input slave_2_resp,
	input [31:0] slave_2_rdata,
	output [31:0] slave_2_wdata,
	output [31:0] slave_2_addr,
	output slave_3_req,
	input slave_3_ack,
	output slave_3_cmd,
	input slave_3_resp,
	input [31:0] slave_3_rdata,
	output [31:0] slave_3_wdata,
	output [31:0] slave_3_addr
	);
	wire [3:0] slave_resp = {slave_3_resp, slave_2_resp, slave_1_resp, slave_0_resp};
	wire [3:0] slave_ack = {slave_3_ack, slave_2_ack, slave_1_ack, slave_0_ack};
	reg [3:0] master_read;	 
	wire [3:0] master;
	arbiter arb(
		.clk(clk),
		.rst(reset),
		.req0(master_0_req),
		.req1(master_1_req),
		.req2(master_2_req),
		.req3(master_3_req),
		.gnt0(master[0]),
		.gnt1(master[1]),
		.gnt2(master[2]),
		.gnt3(master[3])
	);
	assign master_0_resp = (master_read == 4'b0001 && slave_resp)?1'b1:1'b0;
	assign master_1_resp = (master_read == 4'b0010 && slave_resp)?1'b1:1'b0;
	assign master_2_resp = (master_read == 4'b0100 && slave_resp)?1'b1:1'b0;
	assign master_3_resp = (master_read == 4'b1000 && slave_resp)?1'b1:1'b0;
	assign master_0_rdata = (master_0_resp)?
									slave_0_resp?slave_0_rdata:
									slave_1_resp?slave_1_rdata:
									slave_2_resp?slave_2_rdata:
									slave_3_resp?slave_3_rdata:0:0;
	assign master_1_rdata = (master_1_resp)?
									slave_0_resp?slave_0_rdata:
									slave_1_resp?slave_1_rdata:
									slave_2_resp?slave_2_rdata:
									slave_3_resp?slave_3_rdata:0:0;
	assign master_2_rdata = (master_2_resp)?
									slave_0_resp?slave_0_rdata:
									slave_1_resp?slave_1_rdata:
									slave_2_resp?slave_2_rdata:
									slave_3_resp?slave_3_rdata:0:0;
	assign master_3_rdata = (master_3_resp)?
									slave_0_resp?slave_0_rdata:
									slave_1_resp?slave_1_rdata:
									slave_2_resp?slave_2_rdata:
									slave_3_resp?slave_3_rdata:0:0;
	assign master_0_ack = (master == 4'b0001 && slave_ack)?1'b1:1'b0;
	assign master_1_ack = (master == 4'b0010 && slave_ack)?1'b1:1'b0;
	assign master_2_ack = (master == 4'b0100 && slave_ack)?1'b1:1'b0;
	assign master_3_ack = (master == 4'b1000 && slave_ack)?1'b1:1'b0;
	assign slave_0_addr = (slave_0_ack)?
								 (master == 4'b0001)?master_0_addr:
								 (master == 4'b0010)?master_1_addr:
								 (master == 4'b0100)?master_2_addr:
								 (master == 4'b1000)?master_3_addr:0:0;
	assign slave_1_addr = (slave_1_ack)?
								 (master == 4'b0001)?master_0_addr:
								 (master == 4'b0010)?master_1_addr:
								 (master == 4'b0100)?master_2_addr:
								 (master == 4'b1000)?master_3_addr:0:0;
	assign slave_2_addr = (slave_2_ack)?
								 (master == 4'b0001)?master_0_addr:
								 (master == 4'b0010)?master_1_addr:
								 (master == 4'b0100)?master_2_addr:
								 (master == 4'b1000)?master_3_addr:0:0;
	assign slave_3_addr = (slave_3_ack)?
								 (master == 4'b0001)?master_0_addr:
								 (master == 4'b0010)?master_1_addr:
								 (master == 4'b0100)?master_2_addr:
								 (master == 4'b1000)?master_3_addr:0:0;
	assign slave_0_wdata = (slave_0_ack)?
								  (master == 4'b0001)?master_0_wdata:
								  (master == 4'b0010)?master_1_wdata:
								  (master == 4'b0100)?master_2_wdata:
								  (master == 4'b1000)?master_3_wdata:0:0;
	assign slave_1_wdata = (slave_1_ack)?
								  (master == 4'b0001)?master_0_wdata:
								  (master == 4'b0010)?master_1_wdata:
								  (master == 4'b0100)?master_2_wdata:
								  (master == 4'b1000)?master_3_wdata:0:0;
	assign slave_2_wdata = (slave_2_ack)?
								  (master == 4'b0001)?master_0_wdata:
								  (master == 4'b0010)?master_1_wdata:
								  (master == 4'b0100)?master_2_wdata:
								  (master == 4'b1000)?master_3_wdata:0:0;
	assign slave_3_wdata = (slave_3_ack)?
								  (master == 4'b0001)?master_0_wdata:
								  (master == 4'b0010)?master_1_wdata:
								  (master == 4'b0100)?master_2_wdata:
								  (master == 4'b1000)?master_3_wdata:0:0;
	assign slave_0_cmd = (slave_0_ack)?
								(master == 4'b0001)?master_0_cmd:
								(master == 4'b0010)?master_1_cmd:
								(master == 4'b0100)?master_2_cmd:
								(master == 4'b1000)?master_3_cmd:1'b0:1'b0;
	assign slave_1_cmd = (slave_1_ack)?
								(master == 4'b0001)?master_0_cmd:
								(master == 4'b0010)?master_1_cmd:
								(master == 4'b0100)?master_2_cmd:
								(master == 4'b1000)?master_3_cmd:1'b0:1'b0;
	assign slave_2_cmd = (slave_2_ack)?
								(master == 4'b0001)?master_0_cmd:
								(master == 4'b0010)?master_1_cmd:
								(master == 4'b0100)?master_2_cmd:
								(master == 4'b1000)?master_3_cmd:1'b0:1'b0;
	assign slave_3_cmd = (slave_3_ack)?
								(master == 4'b0001)?master_0_cmd:
								(master == 4'b0010)?master_1_cmd:
								(master == 4'b0100)?master_2_cmd:
								(master == 4'b1000)?master_3_cmd:1'b0:1'b0;
	assign slave_0_req = ((master == 4'b0001 && master_0_addr[31:30] == 2'b00) ||
								 (master == 4'b0010 && master_1_addr[31:30] == 2'b00) ||
								 (master == 4'b0100 && master_2_addr[31:30] == 2'b00) ||
								 (master == 4'b1000 && master_3_addr[31:30] == 2'b00))?1'b1:1'b0;
	assign slave_1_req = ((master == 4'b0001 && master_0_addr[31:30] == 2'b01) ||
								 (master == 4'b0010 && master_1_addr[31:30] == 2'b01) ||
								 (master == 4'b0100 && master_2_addr[31:30] == 2'b01) ||
								 (master == 4'b1000 && master_3_addr[31:30] == 2'b01))?1'b1:1'b0;
	assign slave_2_req = ((master == 4'b0001 && master_0_addr[31:30] == 2'b10) ||
								 (master == 4'b0010 && master_1_addr[31:30] == 2'b10) ||
								 (master == 4'b0100 && master_2_addr[31:30] == 2'b10) ||
								 (master == 4'b1000 && master_3_addr[31:30] == 2'b10))?1'b1:1'b0;
	assign slave_3_req = ((master == 4'b0001 && master_0_addr[31:30] == 2'b11) ||
								 (master == 4'b0010 && master_1_addr[31:30] == 2'b11) ||
								 (master == 4'b0100 && master_2_addr[31:30] == 2'b11) ||
								 (master == 4'b1000 && master_3_addr[31:30] == 2'b11))?1'b1:1'b0;
	always @(posedge clk)
	begin
		if (reset)
			master_read <= 0;
		else if (slave_resp)
			master_read <= 0;
		else if (master)
			master_read <= (master[0] && !master_0_cmd)?4'b0001:
								(master[1] && !master_1_cmd)?4'b0010:
								(master[2] && !master_2_cmd)?4'b0100:
								(master[3] && !master_3_cmd)?4'b1000:4'b0000;
	end
endmodule
```
==> flow report <==
====================================================================================
Maximum number of pins on one net before global-route repair                      65
Fmax                                                                       0.108 GHz
Critical path data required time                                            12.64 ns
Number of synthesized register bits                                               12
Core Footprint                                                           0.0900 mm^2
Overall global routing resource usage                                          13.5%
Avg Inst Size Synth                                                        6.25 um^2
Critical path type                                                      input port to output pin
Global routing usage on met1                                                   17.6%
Leakage                                                                      4.79 nW
Number of buffers added by the clock tree synthesis step                           3
Slowest cell on the critical path                                              buf_4
Maximum fanout along the worst path                                               54
Count of synthesis-stage warnings from yosys                                       2
Yosys stat area                                                         0.00587 mm^2
Nature of the critical path endpoint                                      output pin
Post-route setup slack                                                       6.54 ns
Final Critical Period                                                        9.26 ns
HPWL reported at the end of detailed placement                              63600 um
Largest delay contributor family on the critical path                   buffers and inverters
P per Cell Area                                                         63.2 mW/mm^2
Number of synthesized flops with an enable pin                                     0
Post-CTS Setup Inserts                                                             0
Dominant logic cell type in the layout                                  clkdlybuf4s50_1
Grt peak-use layer                                                              met2
Synth Flop Type                                                              dfxtp_1
Slowest stage delay, CP                                                      0.61 ns
Final worst-path cycle share                                                   58.6%
Max_slew headroom                                                              32.1%
Vias in the first global route                                                 10454
Post-DRT Antenna Nets                                                              0
Area growth syn-to-layout                                                       158%
Clock Pin Slew Worst Setup and Hold Paths                                    0.04 ns
Setup crit start kind                                                     input port
Horizontal die size                                                           321 um
Final wirelength                                                            74200 um
Outcome                                                                    completed
Max-cap viol count                                                                 0
Clock root cell                                                            clkbuf_16
Starting density of the core                                                   6.52%
RD Place Congestion                                                            0.901
Number of buffer cells added on primary ports                                    801
Place WS                                                                     6.50 ns
Maximum level of the CTS H-tree                                                    1
Remaining routing DRC violations                                                   0
Total grt overflow                                                                 0
Chip Footprint                                                            0.103 mm^2
First-pass GRT wire length                                                  95400 um
Cell count in the Yosys report                                                   938
Most frequent cells in the layout                                       clkdlybuf4s50_1 (794), nor2b_1 (262), a22oi_1 (159)
Number of distinct library cells after synthesis                                  40
Die height                                                                    321 um
Number of vias per cell                                                         3.68
GR Layer Usage met2                                                            22.6%
Post-synth ARST share                                                             0%
Hold slack final                                                            0.443 ns
Classification of the worst-slack hold path                             flip-flop to flip-flop
First DRT Iteration DRCs                                                         627
Post-cts gate resize count                                                         0
Layout cells sized above 1                                                     3.43%
Clock Sinks                                                                       12
Transition time at the pin with the least slew margin                        1.02 ns
Router iterations before antenna repair                                            4
Area post-placement                                                      0.0151 mm^2
Max-slew violation total from the final report                                     0
Standard-cell row count                                                          110
Post-layout utilization of the core                                            16.8%
Fraction of met3 tracks used by global routing                                 3.70%
Filler instances                                                               10317
Syn Std Cell Area                                                       0.00587 mm^2
Sequence of cells on the critical path                                  buf_2 -> buf_4 -> or4_1 -> nand2_2 -> nor2_1 -> clkdlybuf4s50_1
Maximum number of buffers from clock root to sink                                  2
Insertion delay at the late pin of the worst-skew pair                       0.24 ns
Log Warnings                                                                      25
Unrepaired setup endpoints after global routing                                false
Maximum VDD drop                                                           0.0472 mV
Setup TNS                                                                       0 ns
Final count of hold timing violations                                              0
Number of top-level design ports                                                 802
Syn Inst Count                                                                   938
Count of buffering cells on the critical path with inverters included              3
Final Skew                                                                0.00345 ns
Register share after synthesis                                                 4.10%
Post-Layout Inst Area                                                    0.0152 mm^2
Total setup violations reported at the end of the flow                             0
Via Count                                                                      10464
TritonCTS clock tree                                                            done
Count of hold-fix buffers inserted at cts                                          0
Endpoint arrival time on the critical path                                   6.10 ns
Final routed wire length divided by cell count                               26.1 um
Antenna violations before repair                                                  21
====================================================================================
-- state kept, by name (all words and copies together), names as in the netlist --
signal       count
master_read      4
arb.lasmask      1
arb.ledge        1
arb.lgnt0        1
arb.lgnt1        1
arb.lgnt2        1
arb.lgnt3        1
arb.lmask0       1
arb.lmask1       1
-- stage by stage --
stage	instances	power, W
2_1_floorplan	938	0.000340
4_1_cts	2837	0.000982
6_report	2845	0.000957
5_1_grt	2837	0.00102
3_3_place_gp	2833	0.000926
3_5_place_dp	2833	0.000927
-- Yosys cell counts, types with 2 or more instances --
| library cell | instances | area, um^2 |
|---|---|---|
| buf_6 | 3 | 33.8 |
| clkbuf_1 | 56 | 210 |
| inv_1 | 41 | 154 |
| buf_2 | 42 | 210 |
| o31ai_1 | 2 | 15.0 |
| nor2b_1 | 264 | 1650 |
| dfxtp_1 | 12 | 240 |
| a21oi_1 | 40 | 200 |
| or2_1 | 2 | 12.5 |
| o22ai_1 | 3 | 18.8 |
| a22oi_2 | 5 | 62.6 |
| nor2_1 | 143 | 537 |
| nand3b_1 | 2 | 15.0 |
| nor3_1 | 6 | 30.0 |
| nand3_1 | 6 | 30.0 |
| a22oi_1 | 159 | 1190 |
| or4_1 | 3 | 22.5 |
| nand2_1 | 11 | 41.3 |
| buf_4 | 9 | 67.6 |
| nor4_1 | 3 | 18.8 |
| nand2b_1 | 3 | 18.8 |
| a211oi_1 | 2 | 15.0 |
| nand4_1 | 3 | 18.8 |
| o21ai_0 | 2 | 10.0 |
| a221o_1 | 34 | 340 |
| o22a_1 | 66 | 578 |
| and2b_1 | 2 | 15.0 |
| a31oi_1 | 2 | 12.5 |
-- where the power goes --
group           total, W  switching (W)  internal [W]
combinational   0.000857       0.000432      0.000425
sequential     0.0000482      0.0000113     0.0000369
clock          0.0000521      0.0000139     0.0000383
total           0.000957       0.000457      0.000501
-- per-layer routing --
metal | up-vias | share of wire (%) | wire length [um]
li1 | 4804 | - | -
met3 | 62 | 8.3 | 6170
met2 | 642 | 47 | 35200
met5 | - | 0.097 | 72
met4 | 12 | 1.5 | 1100
met1 | 4944 | 43 | 31700
-- worst paths after layout --
| check | endpoint | startpoint | slack [ns] | cells past startpoint |
|---|---|---|---|---|
| worst max-delay path | master_3_rdata[25] | slave_1_resp | 6.54 | 6 |
| worst min-delay path | arb.lasmask | arb.ledge | 0.44 | 1 |
| worst max register to register | arb.lgnt2 | arb.lgnt0 | 14.21 | 4 |
| worst min register to register | arb.lasmask | arb.ledge | 0.44 | 1 |
-- cell type report --
class	instances	area, um^2	share of cell area (%)
repair buffers	830	8200	54.1
inverters	41	154	1.02
diodes	8	20.0	0.132
flip-flops and latches	12	240	1.58
clock buffers	4	88.8	0.586
well taps	1176	1470	9.71
multi-input cells	774	4990	32.9
-- kinds of logic after synthesis --
group           Yosys count  synth area share (%)
simple gates            453                  41.7
compound gates          320                  42.4
buf+inv                 152                  11.6
flops                    12                  4.10
xor+xnor                  1                 0.149
No activity file was given, so power comes from the tool's default toggle rates.
